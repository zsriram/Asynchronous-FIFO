`run.sh`:
```
#!/bin/bash
# OpenROAD 26Q1-2900-gdf79404cd8, Yosys 0.63+post, stock flow scripts
make -C /OpenROAD-flow-scripts/flow DESIGN_CONFIG=/design/flow/config.mk WORK_HOME=/design/flow/orfs finish
```
`config.mk`:
```
export PLATFORM = sky130hd
export DESIGN_NAME = fifo
export DESIGN_NICKNAME = fifo
export VERILOG_FILES = /design/flow/design.v
export SDC_FILE = /design/flow/constraint.sdc
export NUM_CORES = 4
export LEC_CHECK = 1
export CORE_UTILIZATION = 30
```
`constraint.sdc`:
```
current_design fifo

set clk_period 4.3
set clk_io_pct 0.2

create_clock -name clk0 -period $clk_period [get_ports {rclk}]
create_clock -name clk1 -period $clk_period [get_ports {wclk}]

set non_clock_inputs [all_inputs -no_clocks]
set_input_delay [expr $clk_period * $clk_io_pct] -clock clk0 $non_clock_inputs
set_output_delay [expr $clk_period * $clk_io_pct] -clock clk0 [all_outputs]
```
`design.v`:
```
module bintogray #(parameter ADDRLEN = 4)(
    input clk,
    input [ADDRLEN-1:0] binptr,
    output reg [ADDRLEN-1:0] grayptr
);
    integer i;
    always @(posedge clk) begin
        grayptr[ADDRLEN-1] <= binptr[ADDRLEN-1];
        for (i = ADDRLEN-2; i >= 0; i = i - 1) begin
            grayptr[i] <= binptr[i+1] ^ binptr[i];
        end
    end
endmodule
module dpram #(	parameter DATALEN = 8,  
								parameter ADDRLEN= 4,  
								parameter DEPTH = 8 ) (
	input wclk,
	input [DATALEN-1:0] wdata,
	input wclken,
	input [ADDRLEN-2:0]waddr, 
	input [ADDRLEN-2:0]raddr, 
	output reg [DATALEN-1:0]rdata
);	
reg [DATALEN-1:0] mem [0:DEPTH-1];
always@(posedge wclk) begin
	if(wclken) begin
		mem[waddr] <= wdata;
	end
end
always@(*) begin
	rdata <= mem[raddr];
end
endmodule
module fifo #(parameter DATALEN = 8, parameter ADDRLEN = 4,parameter DEPTH = 8)(
	input wclk,
	input rclk,
	input rrst_n,
	input wrst_n,
	input winc,
	input rinc,
	input [DATALEN-1:0]wdata,
	output full_o,
	output empty_o,
	output [DATALEN-1:0]rdata	
);
	wire [ADDRLEN-2:0]waddr;
	wire [ADDRLEN-2:0]raddr;
	wire [ADDRLEN-1:0]wptr;
	wire [ADDRLEN-1:0]rptr;
	wire [ADDRLEN-1:0]sync_wptr;
	wire [ADDRLEN-1:0]syn_rptr;
	dpram #(DATALEN, ADDRLEN, DEPTH) DPRAM(
		.wclk(wclk),
		.wdata(wdata),
		.wclken(winc&&~full_o),
		.waddr(waddr), 
		.raddr(raddr), 
		.rdata(rdata)
);	
	writecontrol #(ADDRLEN) WRITECONTROL(
		.wclk(wclk),
		.wrst_n(wrst_n),
		.winc_i(winc),
		.syn_rptr_i(syn_rptr), 
		.full_o(full_o),
		.waddr_o(waddr),
		.wptr_o(wptr)
);
	readcontrol #(ADDRLEN) READCONTROL(
		.rclk(rclk),
		.rrst_n(rrst_n),
		.sync_wptr_i(sync_wptr),
		.rinc(rinc),
		.raddr_o(raddr),
		.rptr_o(rptr),
		.empty_o(empty_o)
);
	synchronizer #(ADDRLEN ) SYNCHRONIZER(
		.rptr(rptr),
		.rclk(rclk),
		.rrst_n(rrst_n),
		.sync_wptr(sync_wptr),
		.wptr(wptr),
		.wclk(wclk),
		.wrst_n(wrst_n),
		.sync_rptr(syn_rptr)
);
endmodule 
module readcontrol #(parameter ADDRLEN = 4)(
    input rclk,
    input rrst_n,
    input [ADDRLEN-1:0] sync_wptr_i,  
    input rinc,
    output reg [ADDRLEN-2:0] raddr_o,
    output wire [ADDRLEN-1:0] rptr_o,
    output reg empty_o
);
    reg [ADDRLEN-1:0] binrptr;
    reg [ADDRLEN-1:0] binrptrnext;
    reg [ADDRLEN-1:0] grayrptrnext;
    always @(posedge rclk or negedge rrst_n) begin
        if (~rrst_n) begin
            empty_o <= 1;
        end
        else begin
            if (grayrptrnext == sync_wptr_i) begin
                empty_o <= 1;
            end
            else begin
                empty_o <= 0;
            end
        end
    end
    integer i;
    always @(posedge rclk or negedge rrst_n) begin
        if (~rrst_n) begin
            binrptr <= 0;
        end
        else begin
				if (rinc && ~empty_o) begin
				binrptr <= binrptr + 1;
                raddr_o <= binrptr[ADDRLEN-2:0];
				end
				else begin
					binrptr <= binrptr;
					raddr_o <= binrptr[ADDRLEN-2:0];
				end
			binrptrnext <= binrptr + 1;
			grayrptrnext <= (binrptrnext>>1)^binrptrnext;
        end
    end
    bintogray #(ADDRLEN) B2G2(
        .clk(rclk),
        .binptr(binrptr),
        .grayptr(rptr_o)
    );
endmodule
module synchronizer #(parameter ADDRLEN = 4)(
    input [ADDRLEN-1:0] rptr,
    input               rclk,
    input               rrst_n,
    output reg [ADDRLEN-1:0] sync_wptr,
    input [ADDRLEN-1:0] wptr,
    input               wclk,
    input               wrst_n,
    output reg [ADDRLEN-1:0] sync_rptr
);
    reg [ADDRLEN-1:0] q1_wptr, q2_wptr;
    integer i;
    always @(posedge rclk or negedge rrst_n) begin
        if (~rrst_n) begin
            q1_wptr <= 0;
            q2_wptr <= 0;
        end
        else begin
                q1_wptr <= wptr;
                q2_wptr <= q1_wptr;
                sync_wptr <= q2_wptr;
        end
    end
    reg [ADDRLEN-1:0] q1_rptr, q2_rptr;
    always @(posedge wclk or negedge wrst_n) begin
        if (~wrst_n) begin
            q1_rptr <= 0;
            q2_rptr <= 0;
        end
        else begin
                q1_rptr <= rptr;
                q2_rptr <= q1_rptr;
                sync_rptr <= q2_rptr;
        end
    end
endmodule
module writecontrol #(parameter ADDRLEN = 4)(
    input wclk,
    input wrst_n,
    input winc_i,
    input [ADDRLEN-1:0] syn_rptr_i,  
    output reg full_o,
    output reg [ADDRLEN-2:0] waddr_o,
    output wire [ADDRLEN-1:0] wptr_o
);
    reg [ADDRLEN-1:0] binwptrnext;
    reg [ADDRLEN-1:0] binwptr;
    reg [ADDRLEN-1:0] graywptrnext;
    reg [ADDRLEN-1:0] binwaddr;  
    always @(posedge wclk or negedge wrst_n) begin
        if (~wrst_n) begin
            full_o <= 0;
        end
        else begin 
			if (syn_rptr_i == {~graywptrnext[ADDRLEN-1:ADDRLEN-2],graywptrnext[ADDRLEN-3:0]}) begin
                full_o <= 1;
            end
            else begin
                full_o <= 0;
            end 
        end 
    end
    integer i;
    always @(posedge wclk or negedge wrst_n) begin
        if (~wrst_n) begin
            binwptr <= 0;
        end
        else begin
            if (winc_i && ~full_o) begin
				binwptr <= binwptr + 1;
                waddr_o <= binwptr[ADDRLEN-2:0];
            end
            else begin
                binwptr <= binwptr;
                waddr_o <= binwptr[ADDRLEN-2:0];
            end
			binwptrnext <= binwptr + 1;
			for (i = ADDRLEN-1; i >= 0; i = i-1) begin
                if (i == ADDRLEN-1) begin
                    graywptrnext[ADDRLEN-1] <= binwptrnext[ADDRLEN-1];
                end
                else begin
                    graywptrnext[i] <= binwptrnext[i] ^ binwptrnext[i+1];
                end 
            end
        end
    end
    bintogray #(ADDRLEN) B2G1(
        .clk(wclk),
        .binptr(binwptr),
        .grayptr(wptr_o)
    );
endmodule 
```
==> run summary <==
impl run done, here's what came out: Max stage delay cell, worst path=edfxtp_1, R2R setup slack=2630 ps, fin cells=454, global routing's busiest layer=met2, largest net degree at the start of global routing=29, initial antenna violation count=0, Yosys reg bits=128, CP required=between 3000 and 4000 ps, Startpoint Class=flip-flop, total gr overflow=0, Clock Sinks=about 130, Commonest Layout Cell=edfxtp_1, starting density of the core=between 30 and 40%, setup bufs post-CTS=0, post-synthesis area per instance=21.6 sq um, DR iter-0 viols=117, pwr/cell area=641 nW/um^2, Fin Clk Skew=6.16 ps, Worst EP arrival=2380 ps, fraction of layout cells with a size suffix above 1=16.5%, total track usage=about a tenth, Leak=1.98 nW, post-DP HPWL=4140 um, Seq share, synth=78.6%, Core Area=15,100 sq um, Crit. End Element=output port, slew margin rel.=56.9%, peak supply drop=around 240 uV, vias per cell=4.37, outcome=completed, Worst-path clk slew=roughly 60 ps, WL/cell=14.6 um, vias in the first global route=between 2,000 and 2,500, Port Buffers=22, Total Power=3.55 mW, Tool Warnings=26, cts hold-fix bufs=0, yosys warns=5, synthesized instance count=214, longest individual stage delay on the worst path=between 500 and 600 ps, aoi share=0%, Placement Rows=between 40 and 50, Total Wirelength=6610 um, adder share=around 1.1%, final max-slew violation count=0, antenna cell count=0, Cell Chain, Critical Path=buf_4, mux4_1, mux2_2, clkdlybuf4s50_1, Yosys Chip Area=4620 sq um, Die ar.=15,900 sq um, first-pass GRT wire length=10,600 um, XOR Share, Synth=4.93%, maximum fanout along the worst path=10, die height=126 um, hold crit path type=flip-flop to flip-flop, Routed Antenna Nets=0, max FFs per register=64, Simple-Gate Area Share=~2.8%, # Cells Yosys=214, Place WS=about 1300 ps, Placed Cells=430, routability cong.=0.745, Slew @ Worst Pin=646 ps, DRC=0, CTS tree=yes, most frequent cells in the layout=edfxtp_1 (94), dfrtp_1 (25), clkdlybuf4s50_1 (22), xor2_1 (16), mux4_1 (15), layout overhead on the synthesized area=19.9%, Vias=1,984, final number of hold-violating endpoints=0, CP Class=flip-flop to output port, Top reg by flops=DPRAM.mem, Top logic family=multiplexers, area fraction in mux cells=between 10% and 20%, max cap viols=0, post_cts resized=0, Placed Area=~5100 sq um, IO Pins=24, setup ws final=around 1100 ps, global-route track usage on met1=between 10% and 20%, RSZ-0062 raised after global routing=no, Distinct cells, synth=25, Die X=126 um, GR Util met3=6.36%, DRT Pass-1 Iters=4, fin area=about 5500 sq um, mapped cell area=roughly 4600 sq um, Filler cells=between 1,000 and 1,500, Final TNS setup=0 ps, final setup fails=0, grt met2 use=14.9%
[power by group]
part           leakage (nW)  total (mW)  internal [mW]  switching [mW]
sequential             1.25        1.93           1.73           0.198
clock                 0.210        1.07          0.627           0.440
combinational         0.517       0.562          0.350           0.213
[layer usage]
layer	part of all wire (%)	up-vias	wire length (um)
met3	10	11	682
met1	39	977	2600
met2	49	67	3230
met4	1.4	0	95
li1	-	929	-
met5	0	-	0
[cell usage after synthesis, drive strengths merged]
master / number / share of area (%)
xor2: 16 / 3.0
nand4b: 2 / 0.38
nand2b: 2 / 0.27
nand2: 3 / 0.24
nand3b: 3 / 0.49
edfxtp: 94 / 61
inv: 2 / 0.16
nor3: 2 / 0.22
clkbuf: 1 / 0.081
dfstp: 1 / 0.57
nor2: 6 / 0.49
or3b: 1 / 0.19
mux2: 10 / 2.4
xnor2: 10 / 1.9
nor2b: 2 / 0.27
dfxtp: 8 / 3.5
ha: 4 / 1.1
mux4: 16 / 9.0
dfrtp: 25 / 14
buf: 4 / 0.87
nor4: 2 / 0.27
[critical path, delay by kind of cell (launching register included)]
kind / cells / cell delay, ps
buffers and inverters: 2 / 690
flip-flops: 1 / 570
multiplexers: 2 / 850
[path summary, 6_finish.rpt]
check,start,to,cells after the start
worst max-delay path,READCONTROL.raddr_o[0],rdata[1],4
worst min-delay path,READCONTROL.B2G2.grayptr[3],SYNCHRONIZER.q1_rptr[3],0
worst max register to register,WRITECONTROL.full_o,DPRAM.mem[3][6],3
worst min register to register,READCONTROL.B2G2.grayptr[3],SYNCHRONIZER.q1_rptr[3],0
max in group clk1,winc,DPRAM.mem[0][2],4
max in group asynchronous,rrst_n,READCONTROL.empty_o,2
min in group clk0,SYNCHRONIZER.q1_wptr[0],SYNCHRONIZER.q2_wptr[0],0
min in group asynchronous,wrst_n,WRITECONTROL.binwptr[3],2
[per-stage QoR]
stage | hold WS (ps) | util, %
2_1_floorplan | 316 | -
3_3_place_gp | 324 | 33.8
3_5_place_dp | 321 | 33.8
4_1_cts | 243 | 36.6
5_1_grt | 247 | 36.6
6_report | 251 | 36.6
[cells by family (layout without fill, tap and decap cells)]
logic type | Yosys count | count (layout)
DFF | 128 | 128
xor gates and xnor gates | 26 | 26
muxes | 26 | 26
and+or+nand+nor | 23 | 23
buffers and inverters | 7 | 59
adders and majority gates | 4 | 4
[layout make-up]
type | count | area (sq um) | area share [%]
Multi-Input combinational cell | 79 | 937 | 16.9
Inverter | 2 | 7.51 | 0.135
Clock buffer | 17 | 372 | 6.70
Timing Repair Buffer | 33 | 303 | 5.46
Clock inverter | 7 | 55.1 | 0.993
Tap cell | 188 | 235 | 4.24
Sequential cell | 128 | 3630 | 65.6
Power and IR drop assume default switching activity.
